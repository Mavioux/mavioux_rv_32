File: ./run.sh
#!/bin/bash
# OpenROAD 26Q1-2900-gdf79404cd8, Yosys 0.63+post, stock flow scripts
make -C /OpenROAD-flow-scripts/flow DESIGN_CONFIG=/design/flow/config.mk WORK_HOME=/design/flow/orfs finish
File: ./design.v
module reg_file (
    input wire reset,
    input wire clock,
    input wire [4:0] ra,
    input wire [4:0] rb,
    input wire [4:0] wa,
    input wire [31:0] wda,
    input wire reg_wr,
    output wire[31:0] rda,
    output wire[31:0] rdb
);
    reg [31:0] registers = 32'b0;
    always @* begin
        if(!reset) begin
            if (ra != 5'b0) begin
                rda <=registers[ra];
            end
            if (rb != 5'b0) begin
                rdb <=registers[rb];
            end
        end
    end
    always @(posedge clock) begin
        if(!reset) begin
            if(reg_wr && wa > 1'b0) begin
                registers[wa] <= wda;
            end
        end
    end
endmodule
File: ./constraint.sdc
current_design reg_file

set clk_period 4.9
set clk_io_pct 0.2

create_clock -name clk0 -period $clk_period [get_ports {clock}]

set non_clock_inputs [all_inputs -no_clocks]
set_input_delay [expr $clk_period * $clk_io_pct] -clock clk0 $non_clock_inputs
set_output_delay [expr $clk_period * $clk_io_pct] -clock clk0 [all_outputs]
File: ./config.mk
export PLATFORM = sky130hd
export DESIGN_NAME = reg_file
export DESIGN_NICKNAME = reg_file
export VERILOG_FILES = /design/flow/design.v
export SDC_FILE = /design/flow/constraint.sdc
export NUM_CORES = 4
export LEC_CHECK = 1
export CORE_UTILIZATION = 50
==> run_results.csv <==
group,metric,value,unit
worst_setup_path,path_max_fanout,12,
placement,io_buffers,20,
placement,hpwlAfterDp,4.05,mm
final_layout,final_cell_count_no_fill,362,
worst_hold_path,whs_path_depth,1,
floorplan,boundaryPins,114,
timing,tightest_slew,0.788,ns
job,cap_violations,0,
synth,synth.top_cell.area_share,0.345,
final_layout,area_growth,2.70,%
pwr,swShare,0.258,
worst_setup_path,cp.required,4.93,ns
drt,drt-vias-per-instance,5.23,
worst_setup_path,critPathLaunchType,"input port",
worst_hold_path,holdCritPathClass,"register to register",
clocking,clkTransAtPathRegs,0.06,ns
pwr,p_clk_frac,0.291,
synth,ys_chip_area,2780,sq um
floorplan,die_w,76.6,microns
pwr,p_per_area,222,nW/um^2
timing,slew_viol_final,0,
grt,gr-total-overflow,0,
synth,yosysWarningCount,3,
pwr,power_switching,163,uW
drt,remaining_drc_errors,0,
drt,met3_length,324,microns
worst_setup_path,crit_type,"input port to register",
floorplan,core,5240,sq um
outcome,outcome,"finished clean",
pwr,power_frac_comb,0.191,
synth,synthesis.area,2780,sq um
grt,grt_pass1_vias,1730,
synth,simple_gate_area_frac,0.123,
worst_setup_path,end_kind,"register",
worst_setup_path,worstPathArrival,3.52,ns
grt,antenna_found_initial,0,
timing,fin_worst_skew,0,ns
synth,ys_cells,275,
synth,synthXorXnorAreaFrac,0.00630,
drt,wl_per_cell,14.6,microns
synth,syn_avg_cell_area,10.1,sq um
clocking,numCtsBuffers,5,
clocking,postCtsSetupBuffers,0,
synth,aoi_share,0.105,
floorplan,dieArea,5870,sq um
placement,post-place-ws,1.10,ns
synth,mux_area_frac,0.187,
final_layout,fill_cells,487,
drt,finalWirelength,5.28,mm
clocking,insertion_delay,0.27,ns
drt,antenna_left,0,
grt,grt_use_total,0.198,
placement,place_congestion,0.863,
pwr,sequentialPowerShare,0.518,
synth,synth_cell_types,42,
synth,synth-seq-cells,34,
pwr,internal-power,471,uW
clocking,htree_levels,2,
synth,logic_family,"buffers and inverters",
floorplan,initCoreUtil,0.531,
clocking,root_buffer,"clkbuf_8",
worst_setup_path,reg2reg_depth,1,
synth,synth.top_cells.by_area,"edfxtp_1 35%, buf_4 17%, mux2_2 7.3%",
timing,setup-tns-final,0,ns
timing,unclocked_pins,2,
timing,untimed_endpoints,4,
pwr,leakage,1.10,nW
drt,vias,1892,
placement,placedCellCount,355,
timing,fin_crit,3.50,ns
timing,final.setup.worst_slack,1.40,ns
synth,top_area_cell,"edfxtp_1",
drt,wl_met2,2.34,mm
floorplan,dieHeight,76.6,microns
clocking,cts_buffer_depth,2,
drt,drtPass1Iterations,4,
timing,setup_viol,0,
timing,relSlewSlack,0.471,
drt,routed.top_layer,"met4",
timing,max_freq,286,MHz
grt,grt_pass1_wl,8.57,mm
floorplan,std_cell_rows,26,
clocking,cts_tree,"yes",
drt,drt_iter0_drc,58,
pwr,peakVddDrop,143,uV
job,warnings,59,
timing,finalCritPeriodShare,0.714,
drt,met1_length,2.49,mm
drt,antenna-diode-count,0,
final_layout,drive_gt1_frac,0.130,
timing,rsz0062_at_grt,"no",
timing,hold_viol_final,0,
grt,grt_max_degree,33,
synth,syn_inst,275,
clocking,cts_resized,0,
timing,hold_ws,0.611,ns
clocking,postCtsHoldBufs,0,
synth,fa_ha_area_frac,0.0180,
Yosys cell counts:
cell type / n
clkbuf_1: 2
and2_1: 1
edfxtp_1: 32
mux4_2: 6
buf_6: 3
a211oi_1: 1
buf_2: 5
nand3_1: 15
a22oi_1: 7
xnor2_1: 1
o31ai_1: 1
o21ai_0: 24
a21o_1: 1
mux2i_1: 16
mux2_1: 2
a311oi_1: 2
a221oi_1: 1
nor3_1: 2
or4_4: 1
buf_4: 63
o21bai_1: 1
nand4_1: 6
nor3b_1: 3
dlxtn_1: 2
a21bo_2: 1
inv_1: 7
nand3b_1: 1
ha_1: 4
a32o_1: 2
xor2_1: 1
and4_1: 1
and2b_2: 1
a22o_1: 2
nor2_1: 17
conb_1: 1
or4_1: 1
nor2b_2: 1
nand2_1: 13
a31oi_1: 1
nor2b_1: 4
mux2_2: 18
a21oi_2: 1
worst max-delay path, cell delays in order:
cell and delay, ns:
clkdlybuf4s50_1 0.57, inv_1 0.12, ha_1 0.21, nor3b_1 0.29, ha_1 0.34, nand3b_1 0.42, nor2_1 0.25, mux2_2 0.35
kinds of logic (layout without fill, tap and decap cells):
| group | Yosys count | after routing |
|---|---|---|
| simple gates | 67 | 67 |
| xor+xnor | 2 | 2 |
| buf+inv | 80 | 36 |
| mux | 42 | 42 |
| other cells | 1 | 62 |
| flops | 32 | 32 |
| latches | 2 | 2 |
| fa+ha+maj | 4 | 4 |
| compound gates | 45 | 45 |
power by group through the flow:
stage / Combinational (mW) / Clock (mW) / Sequential (mW)
CTS: 0.122 / 0.190 / 0.328
global route: 0.136 / 0.204 / 0.330
finish: 0.121 / 0.185 / 0.329
layout by cell type (no fill, tap or decap), types with 2 or more instances in the layout:
cell type	n
a22o_1	2
a22oi_1	7
a311oi_1	2
a32o_1	2
buf_4	2
clkbuf_8	5
clkdlybuf4s50_1	20
conb_1	62
dlxtn_1	2
edfxtp_1	32
ha_1	4
inv_1	7
mux2_1	2
mux2_2	18
mux2i_1	16
mux4_2	6
nand2_1	13
nand3_1	15
nand4_1	6
nor2_1	17
nor2b_1	4
nor3_1	2
nor3b_1	2
o21ai_0	24
cell type report:
class,instances,area (sq um),share of cell area
well taps,70,87.6,0.0307
inverters,7,26.3,0.00920
clock inverters,1,5.00,0.00175
multi-input cells,222,1460,0.511
flip-flops and latches,34,991,0.347
repair buffers,22,215,0.0753
clock buffers,6,72.6,0.0254
metal layers:
layer | global-route usage | vias up
met4 | 0.0519 | 0
met5 | 0 | -
met1 | 0.304 | 894
li1 | - | 911
met2 | 0.299 | 78
met3 | 0.0438 | 9
path summary, 6_finish.rpt:
kind                               startpoint            end  slack [ns]
worst max-delay path                    wa[0]  registers[24]        1.40
worst min-delay path            registers[20]  registers[20]        0.61
worst max register to register  registers[26]  registers[26]        3.92
worst min register to register  registers[20]  registers[20]        0.61
flip-flops by register name (all words and copies together) (netlist names):
register and count:
rda 1, rdb 1, registers 32
metrics by stage:
step                utilization  power (mW)  instance area (sq um)
floorplan                     -       0.449                   3010
CTS                       0.545       0.641                   2860
finish                    0.545       0.634                   2860
global route              0.545       0.671                   2860
global placement          0.531       0.456                   2780
detailed placement        0.531       0.456                   2780
Power figures rest on the tool's default switching activity, not on a simulated workload.
