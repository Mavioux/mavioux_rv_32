==> flow/design.v <==
module pc_adder (
    input wire reset,
    input wire step_clock,
    input wire[31:0] read_addr,
    output wire[31:0] pc_addr
);
    always @(posedge step_clock) begin
        if (!reset) begin
            pc_addr = read_addr + 1;
        end
    end
endmodule
==> flow/run.sh <==
#!/bin/bash
# OpenROAD 26Q1-2900-gdf79404cd8, Yosys 0.63+post, stock flow scripts
make -C /OpenROAD-flow-scripts/flow DESIGN_CONFIG=/design/flow/config.mk WORK_HOME=/design/flow/orfs finish
==> flow/config.mk <==
export PLATFORM = sky130hd
export DESIGN_NAME = pc_adder
export DESIGN_NICKNAME = pc_adder
export VERILOG_FILES = /design/flow/design.v
export SDC_FILE = /design/flow/constraint.sdc
export NUM_CORES = 4
export LEC_CHECK = 1
export CORE_UTILIZATION = 30
==> flow/constraint.sdc <==
current_design pc_adder

set clk_period 5.1
set clk_io_pct 0.2

create_clock -name clk0 -period $clk_period [get_ports {step_clock}]

set non_clock_inputs [all_inputs -no_clocks]
set_input_delay [expr $clk_period * $clk_io_pct] -clock clk0 $non_clock_inputs
set_output_delay [expr $clk_period * $clk_io_pct] -clock clk0 [all_outputs]
==> reports/results.txt <==
antenna cells = 0
Gate Count Post-Synth = 129
status = finished clean
WL/cell = 13.1 um
aoi share = 0
DP HPWL = 2620 um
Main logic family = simple AND/OR/NAND/NOR gates
Commonest cells post-synth = edfxtp_1, xor2_1, xnor2_1
most common cell in the synthesized netlist = edfxtp_1
postcts setup bufs = 0
area delta synth->final = 48.7%
post-route setup TNS = 0 ns
yosys stat cell total = 129
chip height = 76.1 um
clk sinks = 32
chip width = 76.1 um
H-tree levels = 2
GP Congestion = 0.837
clock slew at reported path FFs = 0.06 ns
FP Util = 0.317
Synth Register Bits = 32
register area = 961 um^2
Hold Crit Class = input pin to flip-flop
share of layout cells above drive strength 1 = 0.0704
CTS root buf = clkbuf_8
Max-slew headroom = 0.665
CP arrival = 2.76 ns
number of global-route vias before repair = 1229
worst slew pin tran = 0.502 ns
# DRC = 0
Overflow after GRT = 0
First-pass DRT Iterations = 4
Resize count post-CTS = 0
largest net degree at the start of global routing = 33
pwr/cell area = 242 nW/um^2
Post-synth EDFFs = 32
Slew Limit Fails = 0
largest area contributor in the netlist = edfxtp_1
PortBufs = 65
final WL = 3520 um
maximum fanout along the worst path = 8
DRT antenna net count = 0
Log Warnings = 25
row cnt = 26
area figure in the yosys stat output = 1650 um^2
boundary pin count = 66
hold_buf cts = 0
first-pass GRT wire length = 5780 um
Core Box Area = 5200 um^2
xor/xnor share = 0.159
Syn. warnings = 2
Cell area leaders = edfxtp_1, xor2_1, xnor2_1
required time of the critical path = 5.11 ns
Vias per Instance = 4.62
asr flop ratio synth = 0
Synth mux share = 0
Inserted Clock Buffers = 5
Worst Setup Path Type = input pin to flip-flop
Adder Area Share = 0.00759
Detailed Route Iter0 Violations = 67
die area = 5800 um^2
unrepaired setup endpoints after global routing = false
clk buf depth = 2
top_reg_cell synth = edfxtp_1
Mean Syn Cell Area = 12.8 um^2
maximum vdd ir drop = 96.3 uV
initial antenna violation count = 0
Largest register FFs = 32
Mapped Area = 1650 um^2
final number of hold-violating endpoints = 0
fin crit period = 2.76 ns
post-synth cell types = 21
Simple-Gate Area Share = 0.225
maximum clock rate = 0.363 GHz
GRT Util Overall = 0.130
final period utilization = 0.540
Worst setup EP type = flip-flop
final setup vio count = 0
max-cap viol count = 0
Comb gate area = 647 um^2
TritonCTS clock tree = done
Dominant cell area share = 0.583
Filler Cell Count = 462
total power draw = 0.593 mW
DR vias = 1242
crit start category = input pin
register share after synthesis = 0.583
leak pwr = 0.844 nW
[critical path: stages]
cell and delay (ns):
clkdlybuf4s50_1 0.56, ha_1 0.26, and3_1 0.30, nand3_2 0.21
nor4_1 0.30, xor2_1 0.11
[cell usage in the layout (no fill, tap or decap), types with 2 or more instances in the layout]
cell type        count
nor4_2               4
nor2_1               4
nand4_1              4
xnor2_1             11
nand2_1              9
and3_1               5
nand3_4              2
nand3_1             10
clkbuf_8             5
nor3_1               4
clkdlybuf4s50_1     65
edfxtp_1            32
clkbuf_1             2
nor4_1               6
and4_1               5
inv_1                5
xor2_1              19
[logic make-up after synthesis]
| group | after synthesis |
|---|---|
| adders and majority gates | 1 |
| buffers and inverters | 9 |
| xor gates and xnor gates | 30 |
| DFF | 32 |
| and+or+nand+nor | 57 |
[path summary, 6_finish.rpt]
check                     from     endpoint  cells past startpoint
setup / recovery  read_addr[0]  pc_addr[26]                      6
hold / removal    read_addr[0]   pc_addr[0]                      2
[area by class of cell]
cell class / instances / area share
clock inverter: 1 / 0.00153
multi-input combinational: 88 / 0.264
timing repair buffer: 66 / 0.268
sequential: 32 / 0.392
inverter: 5 / 0.00765
tap: 70 / 0.0357
clock buffer: 7 / 0.0311
[through the flow]
| stage | area [um^2] | hold slack, ns | util | cells | setup slack, ns |
|---|---|---|---|---|---|
| 3_3_place_gp | 2370 | 1.69 | 0.456 | 261 | 2.06 |
| 4_1_cts | 2450 | 1.42 | 0.471 | 269 | 2.35 |
| 5_1_grt | 2450 | 1.45 | 0.471 | 269 | 2.18 |
| 6_report | 2450 | 1.44 | 0.471 | 269 | 2.34 |
| 2_1_floorplan | 1650 | 1.15 | - | 129 | 2.91 |
| 3_5_place_dp | 2370 | 1.72 | 0.456 | 261 | 2.06 |
[layer usage]
| metal | routed length (um) | track usage |
|---|---|---|
| met1 | 1570 | 0.194 |
| met2 | 1600 | 0.190 |
| met3 | 284 | 0.0535 |
| met4 | 66 | 0.0192 |
| met5 | 0 | 0 |
[where the power goes]
part           switching, mW  internal [mW]
clock network         0.0839         0.0947
registers            0.00531          0.314
logic                 0.0304         0.0647
total                  0.120          0.473
No activity file was given, so power comes from the tool's default toggle rates.
